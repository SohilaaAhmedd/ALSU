### design/flow/config.mk
export PLATFORM = sky130hd
export DESIGN_NAME = ALSU
export DESIGN_NICKNAME = ALSU
export VERILOG_FILES = /design/flow/design.v
export SDC_FILE = /design/flow/constraint.sdc
export NUM_CORES = 4
export LEC_CHECK = 1
export CORE_UTILIZATION = 30
### design/flow/constraint.sdc
current_design ALSU

set clk_period 1.7
set clk_io_pct 0.2

create_clock -name clk0 -period $clk_period [get_ports {clk}]

set non_clock_inputs [all_inputs -no_clocks]
set_input_delay [expr $clk_period * $clk_io_pct] -clock clk0 $non_clock_inputs
set_output_delay [expr $clk_period * $clk_io_pct] -clock clk0 [all_outputs]
### design/flow/design.v
module ALSU(clk,rst,A,B,cin,serial_in,red_op_A,red_op_B,
	opcode,bypass_A,bypass_B,direction,leds,out);
parameter INPUT_PRIORITY = "A";
parameter FULL_ADDER = "ON";
input clk,rst,cin,serial_in,red_op_A,red_op_B,bypass_A,bypass_B,direction;
input [2:0] A,B,opcode;
output reg [15:0] leds;
output reg [5:0] out;
always @(posedge clk or posedge rst) begin
	if (rst) begin
		out <= 0;
		leds <= 0;
	end
	else if (bypass_A || bypass_B) begin
		case({bypass_B,bypass_A})
			2'b00: out <= 0;
			2'b01: out <= A;
			2'b10: out <= B;
			2'b11: begin
				if(INPUT_PRIORITY == "A")
					out <= A;
	 			 else
					out <= B;
	 			 end
		endcase
	end
	else begin
		if(opcode == 3'b000) begin
			case({red_op_A,red_op_B})
				2'b00: out <= A & B;
				2'b10: out <= &A;
				2'b01: out <= &B;
				2'b11: begin
					if(INPUT_PRIORITY == "A")
						out <= &A;
					else
						out <= &B;
					end
			endcase
		end
		else if(opcode == 3'b001) begin
			case({red_op_A,red_op_B})
				2'b00: out <= A ^ B;
				2'b10: out <= ^A;
				2'b01: out <= ^B;
				2'b11: begin
					if(INPUT_PRIORITY == "A")
						out <= ^A;
					else
						out <= ^B;
					end
			endcase
		end
		else if(opcode == 3'b010) begin
			if (red_op_A || red_op_B) begin
				leds <= ~leds;
				case({bypass_B,bypass_A})
					2'b00: out <= 0;
					2'b01: out <= A;
					2'b10: out <= B;
					2'b11: begin
					 if(INPUT_PRIORITY == "A")
						out <= A;
	 				 else
						out <= B;
	 				 end
				endcase
			end
			else begin
				if (FULL_ADDER == "ON") begin
					out <= A + B + cin;
				end
				else if (FULL_ADDER == "OFF") begin
					out <= A + B;
				end
			end
		end
		else if(opcode == 3'b011) begin
			if (red_op_A || red_op_B) begin
				leds <= ~leds;
				case({bypass_B,bypass_A})
					2'b00: out <= 0;
					2'b01: out <= A;
					2'b10: out <= B;
					2'b11: begin
					 if(INPUT_PRIORITY == "A")
						out <= A;
	 				 else
						out <= B;
	 				 end
				endcase
			end
			else begin
				out <= A * B;
			end
		end
		else if(opcode == 3'b100) begin
			if (red_op_A || red_op_B) begin
				leds <= ~leds;
				case({bypass_B,bypass_A})
					2'b00: out <= 0;
					2'b01: out <= A;
					2'b10: out <= B;
					2'b11: begin
					 if(INPUT_PRIORITY == "A")
						out <= A;
	 				 else
						out <= B;
	 				 end
				endcase
			end
			else begin
				if (direction == 1) begin
					out <= {out[4:0],serial_in};
				end
				else if (direction == 0) begin
					out <= {serial_in,out[5:1]};
				end
			end
		end
		else if(opcode == 3'b101) begin
			if (red_op_A || red_op_B) begin
				leds <= ~leds;
				case({bypass_B,bypass_A})
					2'b00: out <= 0;
					2'b01: out <= A;
					2'b10: out <= B;
					2'b11: begin
					 if(INPUT_PRIORITY == "A")
						out <= A;
	 				 else
						out <= B;
	 				 end
				endcase
			end
			else begin
				if (direction == 1) begin
					out <= {out[4:0],out[5]};
				end
				else if (direction == 0) begin
					out <= {out[0],out[5:1]};
				end
			end
		end
		else begin
			leds <= ~leds;
			case({bypass_B,bypass_A})
				2'b00: out <= 0;
				2'b01: out <= A;
				2'b10: out <= B;
				2'b11: begin
				 if(INPUT_PRIORITY == "A")
					out <= A;
	 			 else
					out <= B;
	 			 end
			endcase
		end
	end
end
endmodule
### design/flow/run.sh
#!/bin/bash
# OpenROAD 26Q1-2900-gdf79404cd8, Yosys 0.63+post, stock flow scripts
make -C /OpenROAD-flow-scripts/flow DESIGN_CONFIG=/design/flow/config.mk WORK_HOME=/design/flow/orfs finish
==> impl_metrics.yaml <==
# flow metrics
drt:
  routed-via-count: 1243
  viasPerCell: 4.39
  wl_per_cell_um: 11.6
  ant_nets: 0
  wl_mm: 3.27
  first_pass_iters: 4
  drt_iter0_drc: 56
  num_antenna_cells: 0
  drc: 0
timing:
  finalCriticalPeriod_ns: 1.91
  max_freq_mhz: 524
  worst_pin_slew_ns: 0.315
  fin_skew_ns: 0.000257
  rsz0062_at_grt: "yes"
  slew_violations: 0
  hold_ws_ns: 0.419
  setup_ws_ns: -0.207
  period_used_share: 1.12
  finalSetupTns_ns: -0.420
  hold_viol: 0
  slew_headroom: 0.790
  setup_viol: 3
synthesis:
  yosysSeqAreaShare: 0.343
  synth_cells: 143
  synth_top_cell_by_count: "dfrtp_1"
  synthTopCellsByArea: "dfrtp_1 (34%), xor2_2 (10%), ha_1 (9.4%), xor2_1 (3.8%), fa_1 (3.7%)"
  syn-cell-area_um2: 1600
  yosys_area_um2: 1600
  async_flop_share: 1.00
  ys_types: 42
  ys.flop_type: "dfrtp_1"
  yosysWarningCount: 1
  top_cell_area_share: 0.343
  synth_flops: 22
  yosys.area.top_type: "dfrtp_1"
  top_cells_by_count: "dfrtp_1 (22), ha_1 (12), nand2_1 (11)"
  syn_area_per_cell_um2: 11.2
  ys_cells: 143
  edf_count: 0
worst_setup_path:
  r2r_cells: 4
  crit_path_end_kind: "register"
  critPathBufInv: 3
  crit_family: "adder cells"
  cp.required_ns: 1.83
  crit_fanout: 2
  worst-setup-path-type: "input port to register"
  r2r_end: "out[0]"
  startpoint_type: "input port"
  crit_path_top_delay_cell: "mux4_2"
  crit_chain: "buf_8, inv_4, fa_2, inv_2, fa_1, mux4_2, a22oi_2, o221ai_1"
  cpPeakStageDelay_ns: 0.48
  cp.arrival_ns: 2.04
  rrSetupSlack_ns: 0.45
  r2r-start: "out[5]"
pwr:
  power.switching_mw: 0.579
  internal-power_mw: 1.57
  netSwitchingFraction: 0.269
  finalPower_mw: 2.15
  vdd_ir_drop_max_mv: 0.414
  pwr-share-seq: 0.424
  pwr-share-comb: 0.405
  power.share.clock: 0.171
  leakagePower_nw: 1.08
  power.density_nw_per_um2: 866
layout:
  fin_area_um2: 2490
  instances_no_fill: 283
  layout-drive-gt1-share: 0.394
  fin_util: 0.484
  syn2layout_area_growth_pct: 55.1
  n_fill_cell: 490
grt:
  overflow: 0
  track_usage: 0.129
  grt_pass1_vias: 1196
  antenna_found_initial: 0
  grt_first_pass_wirelength_mm: 5.55
  grt_start_max_net_pins: 23
floorplanning:
  die_w_um: 75.1
  die_h_um: 75.1
  fp-utilization: 0.312
  io_pins: 40
  core_um2: 5140
  dieArea_um2: 5640
  num_rows: 26
placed_design:
  place_area_um2: 2320
  place_hpwl_mm: 2.70
  dp_slack_ns: -1.03
  dp_cells: 276
  portBuffers: 39
  gp_congestion: 0.861
clocking:
  clock-sinks: 22
  cts.path.max_buffers: 2
  htreeDepth: 1
  insertion_delay_ns: 0.25
  clock-root-buffer: "clkbuf_8"
  cts_buffers: 3
  ctsHoldBuffers: 0
  path_clk_slew_ns: 0.08
  cts_tree: "yes"
run:
  warning_count: 29
  cap_violations: 0
hold_path:
  hold_class: "input port to asynchronous set/reset pin"
run_status:
  violations: "setup timing"
  status: "finished, violations left"
[layout by cell type (no fill, tap or decap), types with 2 or more instances in the layout]
cell type        Yosys  routed
ha_1                12       5
xor2_1               7       7
buf_4                0      30
fa_2                 0       2
buf_6                2       3
nand3_1              2       2
buf_2                1       2
nand2b_1             3       2
mux2i_1              5       5
and2_1               5       2
or2_4                3       3
nor2_1               9       9
clkdlybuf4s50_1      0      31
a21oi_1              6       5
o21ai_0              2       2
clkbuf_8             1       4
buf_12               1       2
nor2b_1              3       3
ha_2                 0       2
dfrtp_1             22      22
xnor2_1              3       2
ha_4                 0       5
o21ai_1              2       2
a211oi_1             2       2
o211ai_1             2       2
mux2_2               2       2
xor2_2              10      10
inv_1                7       4
nand2_1             11      10
and2_4               0       3
[final cells by class]
| class | instances | area [um2] | share of cell area |
|---|---|---|---|
| sequential | 22 | 551 | 0.221 |
| clock buffer | 4 | 55.1 | 0.0221 |
| tap | 70 | 87.6 | 0.0352 |
| timing repair buffer | 72 | 661 | 0.266 |
| multi-input combinational | 108 | 1100 | 0.441 |
| inverter | 7 | 36.3 | 0.0146 |
[sequential cells by signal, summed over array words and instances, names as in the netlist]
name,count
out,6
leds,16
[worst max-delay path by stage]
stage / startpoint / end / slack, ns / cells after the start
after global routing: B[0] / out[1] / -0.26 / 8
final: B[0] / out[1] / -0.21 / 8
after CTS: B[0] / out[1] / -0.22 / 8
[power by group through the flow]
stage	combinational, mW	sequential (mW)	clock (mW)
after global routing	0.975	0.941	0.412
after CTS	0.881	0.919	0.382
final	0.873	0.913	0.368
[worst min-delay path: stages]
cell and delay [ns]:
clkdlybuf4s50_1 0.40, inv_1 0.05, buf_4 0.27
[repair_timing]
item / 4_1_cts / 5_1_grt
setup buffers: 3 / 0
pin swaps: 10 / 8
gates resized: 38 / 8
cloned: 0 / 0
endpoints found under the setup margin: 6 / 6
[kinds of logic after synthesis]
logic type	Yosys count	share of synthesized area
XOR/XNOR	20	0.156
multiplexers	9	0.0664
AND/OR/NAND/NOR	37	0.117
buffers and inverters	13	0.0593
AND-OR/OR-AND	27	0.126
adder cells (fa/ha/maj)	15	0.131
flip-flops	22	0.343
[metal layers]
layer | GRT usage | up-vias | routed length, um | part of all wire
met3 | 0.0122 | 2 | 170 | 0.052
met5 | 0 | - | 0 | 0
met1 | 0.204 | 585 | 1680 | 0.51
met2 | 0.205 | 34 | 1420 | 0.43
met4 | 0.0105 | 0 | 7 | 0.0021
li1 | - | 622 | - | -
Power figures rest on the tool's default switching activity, not on a simulated workload.
